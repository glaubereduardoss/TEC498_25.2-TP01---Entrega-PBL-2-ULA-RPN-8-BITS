==> ./design.v <==
module A_8bits_Divisor(
    input [7:0] A,  
    input [7:0] B,  
    output [7:0] Q,  
    output [7:0] R   
);
    wire bout0, bout1, bout2, bout3, bout4, bout5, bout6, bout7;
    wire [7:0] subout0, subout1, subout2, subout3, subout4, subout5, subout6, subout7;
    wire [7:0] prem0, prem1, prem2, prem3, prem4, prem5, prem6;
    A_8bits_fullsubtractor sub0 (.A({7'b0, A[7]}), .B(B), .Bi(1'b0), .Diff(subout0), .Bo(bout0));
    A_8bits_Mux mux0 (.sel(bout0), .X(subout0), .Y({7'b0, A[7]}), .S(prem0));
    not(Q[7], bout0);
    A_8bits_fullsubtractor sub1 (.A({prem0[6:0], A[6]}), .B(B), .Bi(1'b0), .Diff(subout1), .Bo(bout1));
    A_8bits_Mux mux1 (.sel(bout1), .X(subout1), .Y({prem0[6:0], A[6]}), .S(prem1));
    not(Q[6], bout1);
    A_8bits_fullsubtractor sub2 (.A({prem1[6:0], A[5]}), .B(B), .Bi(1'b0), .Diff(subout2), .Bo(bout2));
    A_8bits_Mux mux2 (.sel(bout2), .X(subout2), .Y({prem1[6:0], A[5]}), .S(prem2));
    not(Q[5], bout2);
    A_8bits_fullsubtractor sub3 (.A({prem2[6:0], A[4]}), .B(B), .Bi(1'b0), .Diff(subout3), .Bo(bout3));
    A_8bits_Mux mux3 (.sel(bout3), .X(subout3), .Y({prem2[6:0], A[4]}), .S(prem3));
    not(Q[4], bout3);
    A_8bits_fullsubtractor sub4 (.A({prem3[6:0], A[3]}), .B(B), .Bi(1'b0), .Diff(subout4), .Bo(bout4));
    A_8bits_Mux mux4 (.sel(bout4), .X(subout4), .Y({prem3[6:0], A[3]}), .S(prem4));
    not(Q[3], bout4);
    A_8bits_fullsubtractor sub5 (.A({prem4[6:0], A[2]}), .B(B), .Bi(1'b0), .Diff(subout5), .Bo(bout5));
    A_8bits_Mux mux5 (.sel(bout5), .X(subout5), .Y({prem4[6:0], A[2]}), .S(prem5));
    not(Q[2], bout5);
    A_8bits_fullsubtractor sub6 (.A({prem5[6:0], A[1]}), .B(B), .Bi(1'b0), .Diff(subout6), .Bo(bout6));
    A_8bits_Mux mux6 (.sel(bout6), .X(subout6), .Y({prem5[6:0], A[1]}), .S(prem6));
    not(Q[1], bout6);
    A_8bits_fullsubtractor sub7 (.A({prem6[6:0], A[0]}), .B(B), .Bi(1'b0), .Diff(subout7), .Bo(bout7));
    A_8bits_Mux mux7 (.sel(bout7), .X(subout7), .Y({prem6[6:0], A[0]}), .S(R));
    not(Q[0], bout7);
endmodule
module A_Mux2x1(input sel, A, B, output Y);
    wire nsel, a1, b1;
    not n0(nsel, sel);
    and a0(a1, A, nsel);
    and a2(b1, B, sel);
    or  o0(Y, a1, b1);
endmodule
module A_1bit_Mux(
    input sel,
    input X,
    input Y,
    output S
);
    wire nsel, t1, t2;
    not(nsel, sel);
    and(t1, nsel, X);
    and(t2, sel, Y);
    or(S, t1, t2);
endmodule
module A_4bits_Mux(
    input  wire       sel,
    input  wire [3:0] X,
    input  wire [3:0] Y,
    output wire [3:0] S
);
    Mux1Bit mux0 (.sel(sel), .X(X[0]), .Y(Y[0]), .S(S[0]));
    Mux1Bit mux1 (.sel(sel), .X(X[1]), .Y(Y[1]), .S(S[1]));
    Mux1Bit mux2 (.sel(sel), .X(X[2]), .Y(Y[2]), .S(S[2]));
    Mux1Bit mux3 (.sel(sel), .X(X[3]), .Y(Y[3]), .S(S[3]));
endmodule
module A_8bits_Mux(
    input sel,
    input  [7:0] X,
    input  [7:0] Y,
    output [7:0] S
);
    A_1bit_Mux mux0 (.sel(sel), .X(X[0]), .Y(Y[0]), .S(S[0]));
    A_1bit_Mux mux1 (.sel(sel), .X(X[1]), .Y(Y[1]), .S(S[1]));
    A_1bit_Mux mux2 (.sel(sel), .X(X[2]), .Y(Y[2]), .S(S[2]));
    A_1bit_Mux mux3 (.sel(sel), .X(X[3]), .Y(Y[3]), .S(S[3]));
	 A_1bit_Mux mux4 (.sel(sel), .X(X[4]), .Y(Y[4]), .S(S[4]));
	 A_1bit_Mux mux5 (.sel(sel), .X(X[5]), .Y(Y[5]), .S(S[5]));
	 A_1bit_Mux mux6 (.sel(sel), .X(X[6]), .Y(Y[6]), .S(S[6]));
	 A_1bit_Mux mux7 (.sel(sel), .X(X[7]), .Y(Y[7]), .S(S[7]));
endmodule
module mux8PARA1(
    input wire data_in_0,  
    input wire data_in_1,  
    input wire data_in_2,  
    input wire data_in_3,  
    input wire data_in_4,  
    input wire data_in_5,  
    input wire data_in_6,  
    input wire data_in_7,  
    input wire [2:0] select_lines,  
    input wire enable_mux,          
    output wire data_out  
);
    wire [2:0] n_sel;
    wire term_0, term_1, term_2, term_3, term_4, term_5, term_6, term_7;
    not (n_sel[2], select_lines[2]);  
    not (n_sel[1], select_lines[1]);  
    not (n_sel[0], select_lines[0]);  
    and (term_0, n_sel[2], n_sel[1], n_sel[0], data_in_0, enable_mux); 
    and (term_1, n_sel[2], n_sel[1], select_lines[0], data_in_1, enable_mux); 
    and (term_2, n_sel[2], select_lines[1], n_sel[0], data_in_2, enable_mux); 
    and (term_3, n_sel[2], select_lines[1], select_lines[0], data_in_3, enable_mux); 
    and (term_4, select_lines[2], n_sel[1], n_sel[0], data_in_4, enable_mux); 
    and (term_5, select_lines[2], n_sel[1], select_lines[0], data_in_5, enable_mux); 
    and (term_6, select_lines[2], select_lines[1], n_sel[0], data_in_6, enable_mux); 
    and (term_7, select_lines[2], select_lines[1], select_lines[0], data_in_7, enable_mux); 
    or (data_out, term_0, term_1, term_2, term_3, term_4, term_5, term_6, term_7);
endmodule
module mux(
    input  wire [8:0]  data_in_0,     
    input  wire [8:0]  data_in_1,     
    input  wire [15:0] data_in_2,     
    input  wire [7:0]  data_in_3,     
    input  wire [7:0]  data_in_4,     
    input  wire [7:0]  data_in_5,     
    input  wire [7:0]  data_in_6,     
    input  wire [7:0]  data_in_7,     
    input  wire [3:0]  select_lines,  
    input  wire        enable_mux,    
    output wire [15:0] data_out       
);
	mux8PARA1 mux00(data_in_0[0], data_in_1[0], data_in_2[0], data_in_3[0], data_in_4[0], data_in_5[0], data_in_6[0], data_in_7[0], select_lines, enable_mux, data_out[0]);
	mux8PARA1 mux01(data_in_0[1], data_in_1[1], data_in_2[1], data_in_3[1], data_in_4[1], data_in_5[1], data_in_6[1], data_in_7[1], select_lines, enable_mux, data_out[1]);
	mux8PARA1 mux02(data_in_0[2], data_in_1[2], data_in_2[2], data_in_3[2], data_in_4[2], data_in_5[2], data_in_6[2], data_in_7[2], select_lines, enable_mux, data_out[2]);
	mux8PARA1 mux03(data_in_0[3], data_in_1[3], data_in_2[3], data_in_3[3], data_in_4[3], data_in_5[3], data_in_6[3], data_in_7[3], select_lines, enable_mux, data_out[3]);
	mux8PARA1 mux04(data_in_0[4], data_in_1[4], data_in_2[4], data_in_3[4], data_in_4[4], data_in_5[4], data_in_6[4], data_in_7[4], select_lines, enable_mux, data_out[4]);
	mux8PARA1 mux05(data_in_0[5], data_in_1[5], data_in_2[5], data_in_3[5], data_in_4[5], data_in_5[5], data_in_6[5], data_in_7[5], select_lines, enable_mux, data_out[5]);
	mux8PARA1 mux06(data_in_0[6], data_in_1[6], data_in_2[6], data_in_3[6], data_in_4[6], data_in_5[6], data_in_6[6], data_in_7[6], select_lines, enable_mux, data_out[6]);
	mux8PARA1 mux07(data_in_0[7], data_in_1[7], data_in_2[7], data_in_3[7], data_in_4[7], data_in_5[7], data_in_6[7], data_in_7[7], select_lines, enable_mux, data_out[7]);
	mux8PARA1 mux08(data_in_0[8], data_in_1[8], data_in_2[8], 1'b0, 1'b0, 1'b0, 1'b0, 1'b0, select_lines, enable_mux, data_out[8]);
	mux8PARA1 mux09(1'b0, 1'b0, data_in_2[9], 1'b0, 1'b0, 1'b0, 1'b0, 1'b0, select_lines, enable_mux, data_out[9]);
	mux8PARA1 mux10(1'b0, 1'b0, data_in_2[10], 1'b0, 1'b0, 1'b0, 1'b0, 1'b0, select_lines, enable_mux, data_out[10]);
	mux8PARA1 mux11(1'b0, 1'b0, data_in_2[11], 1'b0, 1'b0, 1'b0, 1'b0, 1'b0, select_lines, enable_mux, data_out[11]);
	mux8PARA1 mux12(1'b0, 1'b0, data_in_2[12], 1'b0, 1'b0, 1'b0, 1'b0, 1'b0, select_lines, enable_mux, data_out[12]);
	mux8PARA1 mux13(1'b0, 1'b0, data_in_2[13], 1'b0, 1'b0, 1'b0, 1'b0, 1'b0, select_lines, enable_mux, data_out[13]);
	mux8PARA1 mux14(1'b0, 1'b0, data_in_2[14], 1'b0, 1'b0, 1'b0, 1'b0, 1'b0, select_lines, enable_mux, data_out[14]);
	mux8PARA1 mux15(1'b0, 1'b0, data_in_2[15], 1'b0, 1'b0, 1'b0, 1'b0, 1'b0, select_lines, enable_mux, data_out[15]);
endmodule
module mux_7bits_3to1(
    input [6:0] in_decimal,
    input [6:0] in_hexa,
    input [6:0] in_octal,
    input sel_decimal,
    input sel_hexa,
    input sel_octal,
    output [6:0] out
);
    wire [6:0] and_dec, and_hex, and_oct;
    and (and_dec[0], in_decimal[0], sel_decimal);
    and (and_hex[0], in_hexa[0], sel_hexa);
    and (and_oct[0], in_octal[0], sel_octal);
    or  (out[0], and_dec[0], and_hex[0], and_oct[0]);
    and (and_dec[1], in_decimal[1], sel_decimal);
    and (and_hex[1], in_hexa[1], sel_hexa);
    and (and_oct[1], in_octal[1], sel_octal);
    or  (out[1], and_dec[1], and_hex[1], and_oct[1]);
    and (and_dec[2], in_decimal[2], sel_decimal);
    and (and_hex[2], in_hexa[2], sel_hexa);
    and (and_oct[2], in_octal[2], sel_octal);
    or  (out[2], and_dec[2], and_hex[2], and_oct[2]);
    and (and_dec[3], in_decimal[3], sel_decimal);
    and (and_hex[3], in_hexa[3], sel_hexa);
    and (and_oct[3], in_octal[3], sel_octal);
    or  (out[3], and_dec[3], and_hex[3], and_oct[3]);
    and (and_dec[4], in_decimal[4], sel_decimal);
    and (and_hex[4], in_hexa[4], sel_hexa);
    and (and_oct[4], in_octal[4], sel_octal);
    or  (out[4], and_dec[4], and_hex[4], and_oct[4]);
    and (and_dec[5], in_decimal[5], sel_decimal);
    and (and_hex[5], in_hexa[5], sel_hexa);
    and (and_oct[5], in_octal[5], sel_octal);
    or  (out[5], and_dec[5], and_hex[5], and_oct[5]);
    and (and_dec[6], in_decimal[6], sel_decimal);
    and (and_hex[6], in_hexa[6], sel_hexa);
    and (and_oct[6], in_octal[6], sel_octal);
    or  (out[6], and_dec[6], and_hex[6], and_oct[6]);
endmodule
module mux_7bits_2to1(
    input [6:0] in_A,
    input [6:0] in_B,
    input sel,
    output [6:0] out
);
    A_Mux2x1 mux_bit0 (.sel(sel), .A(in_A[0]), .B(in_B[0]), .Y(out[0]));
    A_Mux2x1 mux_bit1 (.sel(sel), .A(in_A[1]), .B(in_B[1]), .Y(out[1]));
    A_Mux2x1 mux_bit2 (.sel(sel), .A(in_A[2]), .B(in_B[2]), .Y(out[2]));
    A_Mux2x1 mux_bit3 (.sel(sel), .A(in_A[3]), .B(in_B[3]), .Y(out[3]));
    A_Mux2x1 mux_bit4 (.sel(sel), .A(in_A[4]), .B(in_B[4]), .Y(out[4]));
    A_Mux2x1 mux_bit5 (.sel(sel), .A(in_A[5]), .B(in_B[5]), .Y(out[5]));
    A_Mux2x1 mux_bit6 (.sel(sel), .A(in_A[6]), .B(in_B[6]), .Y(out[6]));
endmodule
module mux_register(
    input  wire [7:0] data_in_A,       
    input  wire [7:0] data_in_B,       
    input  wire       select_line,    
    output wire [7:0] data_out          
);
    A_Mux2x1 mux_bit0 (.sel(select_line), .A(data_in_A[0]), .B(data_in_B[0]), .Y(data_out[0]));
    A_Mux2x1 mux_bit1 (.sel(select_line), .A(data_in_A[1]), .B(data_in_B[1]), .Y(data_out[1]));
    A_Mux2x1 mux_bit2 (.sel(select_line), .A(data_in_A[2]), .B(data_in_B[2]), .Y(data_out[2]));
    A_Mux2x1 mux_bit3 (.sel(select_line), .A(data_in_A[3]), .B(data_in_B[3]), .Y(data_out[3]));
    A_Mux2x1 mux_bit4 (.sel(select_line), .A(data_in_A[4]), .B(data_in_B[4]), .Y(data_out[4]));
    A_Mux2x1 mux_bit5 (.sel(select_line), .A(data_in_A[5]), .B(data_in_B[5]), .Y(data_out[5]));
    A_Mux2x1 mux_bit6 (.sel(select_line), .A(data_in_A[6]), .B(data_in_B[6]), .Y(data_out[6]));
    A_Mux2x1 mux_bit7 (.sel(select_line), .A(data_in_A[7]), .B(data_in_B[7]), .Y(data_out[7]));
endmodule
module A_halfsubtractor(output Diff, Bo, input A, B);
	wire nA;
	not(nA, A);
	xor(Diff, A, B);
	and(Bo, nA, B);
endmodule
module A_fullsubtractor(output Bo, S, input A, B, Bi);
    wire b1, b2, b3;
    A_halfsubtractor hs0(b2, b1, A, B);  
    A_halfsubtractor hs1 (S, b3, b2, Bi);  
    or or0(Bo, b1, b3);  
endmodule
module A_4Bits_fullsubtractor(output [3:0] Diff, output Bo, input [3:0] A, B, input Bi);
    wire b1, b2, b3;
    A_fullsubtractor fs0 (b1, Diff[0], A[0] ,B[0], Bi);
    A_fullsubtractor fs1 (b2, Diff[1], A[1] ,B[1], b1);
    A_fullsubtractor fs2 (b3, Diff[2], A[2] ,B[2], b2);
    A_fullsubtractor fs3 (Bo, Diff[3], A[3] ,B[3], b3);
endmodule
module A_8bits_fullsubtractor(output [7:0] Diff, output Bo, input [7:0] A, B, input Bi);
	wire b1, b2, b3, b4, b5, b6, b7;
	A_fullsubtractor fs0(b1, Diff[0], A[0], B[0], Bi);
	A_fullsubtractor fs1(b2, Diff[1], A[1], B[1], b1);
	A_fullsubtractor fs2(b3, Diff[2], A[2], B[2], b2);
	A_fullsubtractor fs3(b4, Diff[3], A[3], B[3], b3);
	A_fullsubtractor fs4(b5, Diff[4], A[4], B[4], b4);
	A_fullsubtractor fs5(b6, Diff[5], A[5], B[5], b5);
	A_fullsubtractor fs6(b7, Diff[6], A[6], B[6], b6);
	A_fullsubtractor fs7(Bo, Diff[7], A[7], B[7], b7);
endmodule
==> ./run.sh <==
#!/bin/bash
# OpenROAD 26Q1-2900-gdf79404cd8, Yosys 0.63+post, stock flow scripts
make -C /OpenROAD-flow-scripts/flow DESIGN_CONFIG=/design/flow/config.mk WORK_HOME=/design/flow/orfs finish
==> ./config.mk <==
export PLATFORM = sky130hd
export DESIGN_NAME = A_8bits_Divisor
export DESIGN_NICKNAME = A_8bits_Divisor
export VERILOG_FILES = /design/flow/design.v
export SDC_FILE = /design/flow/constraint.sdc
export NUM_CORES = 4
export LEC_CHECK = 1
export CORE_AREA = 10 10 107 107
export DIE_AREA = 0 0 117 117
==> ./constraint.sdc <==
current_design A_8bits_Divisor

set clk_period 36.5
set clk_io_pct 0.2

create_clock -name clk0 -period $clk_period

set non_clock_inputs [all_inputs -no_clocks]
set_input_delay [expr $clk_period * $clk_io_pct] -clock clk0 $non_clock_inputs
set_output_delay [expr $clk_period * $clk_io_pct] -clock clk0 [all_outputs]
==> run summary <==
run status: finished, final reports clean
tally of filler cells in the layout: 963
worst-margin pin slew: 0.645 ns
# clk buffers: 0
die footprint: 0.0137 mm^2
data required time of the critical path: 29.20 ns
crit end category: primary output
number of DRC violations after detailed-routing iteration 0: 84
CP Launch Point: A[7]
total DRC errors in the routed layout: 0
highest cell delay on the worst timing path: 0.44 ns
count of endpoints failing hold in the final timing report: 0
Die X-Extent: 117 um
Crit Path Category: input port to primary output
worst slew margin relative to its limit: 56.5%
detailed placer's ending HPWL: 4.63 mm
setup TNS after final layout: 0 ns
library cell appearing most often on the critical path: fa_1
per-cell via count in the routed design: 4.48
count of standard-cell rows: 35
number of warnings printed during yosys synthesis: 0
overflow left after global routing: 0
start point of the worst min-delay path: A[0]
core area: 0.00920 mm^2
startpoint types: input port
final worst-path cycle share: 96.8%
hold slack: 15.53 ns
arrival time at the worst endpoint: 28.03 ns
antenna violations before repair: 0
number of warnings in the stage logs: 32
ratio of cells with drive above 1 in the final layout: 12.4%
vias: 1,695
yosys-reported design area after synthesis: 0.00229 mm^2
worst hold-check path type: input port to primary output
count of final setup violators: 0
total of hold buffers inserted after clock tree synthesis: 0
final critical delay including setup and external delays: 35.33 ns
number of port buffers: 32
final routed wire length divided by cell count: 13.7 um
routing usage on met2: 12.7%
Final Max Tran Viols: 0
met1 Use GR: 11.3%
GR Util met3: 2.37%
diode count: 0
global routing's busiest layer: met2
maximum fanout along the worst path: 8
synth unique cells: 49
1st-pass router iterations: 4
number of placed I/O pins: 32
Gate Area: 0.00197 mm^2
cell area after synthesis: 0.00229 mm^2
synthesized instance count: 246
all-layer global routing usage: 7.97%
sequential fraction of the synthesis area: 0%
average instance area after synthesis: 9.30 um^2
num sequential: 0
Layout Area Growth over Synthesis: 18.0%
maximum number of pins on one net before global-route repair: 13
die extent in y: 117 um
slowest library cell on the worst path: clkdlybuf4s50_1
Final Routed Wirelength: 5.18 mm
wire length of the first global-routing pass: 8.64 mm
f_max: 28.3 MHz
via count of the first global-routing pass: 1,744
# Max-Cap Violations: 0
Detail Route Antenna Nets: 0
initial cell density of the core: 24.9%
global placer's final weighted congestion: 0.871
Flop area: 0 um^2
setup repair after global routing missed its margin: false
number of cells in Yosys stat: 246
==> what timing repair did <==
action                     CTS  global route
resized                      0             9
setup endpoints to repair    0             9
buffers inserted             0             4
==> cells by family after synthesis <==
logic type	Yosys count	synth area share, %
and+or+nand+nor	44	11.3
AOI/OAI and AO/OA	44	13.7
muxes	24	11.2
buffers and inverters	71	15.2
adders and majority gates	63	48.6
==> layout by cell type (no fill, tap or decap), drive strengths merged, types with 2 or more instances in the layout <==
cell	count
o211ai	2
ha	20
nand2	14
mux2i	17
buf	12
o21a	2
clkdlybuf4s50	32
fa	43
a31oi	3
inv	47
and3b	2
a21o	4
mux2	7
or2	2
nor2	6
nor2b	4
nand3b	2
a21oi	4
and2	4
a211oi	2
o221ai	2
nand2b	3
o21ai	15
==> per-layer routing <==
layer  wire length, um  vias to the layer above
met4                 0                        0
met1              2450                      815
met2              2330                       42
met5                 0                        -
li1                  -                      838
met3               405                        0
==> area by class of cell <==
class | instances | area share, %
Multi-Input combinational cell | 175 | 73.0
Timing Repair Buffer | 44 | 15.2
Tap cell | 111 | 5.14
Inverter | 48 | 6.67
==> per-stage QoR <==
| step | util (%) | worst slack [ns] | area (um^2) | std cells |
|---|---|---|---|---|
| after CTS | 28.7 | 0.488 | 2640 | 374 |
| after detailed placement | 28.7 | 0.527 | 2640 | 374 |
| after global routing | 29.4 | 0.0363 | 2700 | 378 |
| after global placement | 28.7 | 0.669 | 2640 | 374 |
| after floorplan | - | 2.38 | 2290 | 246 |
| final | 29.4 | 1.17 | 2700 | 378 |
==> critical path, delay by kind of cell <==
family	cells	cell delay, ns
AND/OR/NAND/NOR	11	1.84
buffers and inverters	20	2.09
adder cells (fa/ha/maj)	49	15.05
AND-OR/OR-AND	8	1.38
multiplexers	1	0.33
==> synthesized netlist by cell type (3+ instances only) <==
cell type	instances	area share [%]
a21o_1	4	1.3
ha_1	20	11
nor2_1	6	0.98
o21ai_0	14	3.1
mux2_2	5	2.5
a31oi_1	3	0.82
fa_1	43	38
buf_4	17	5.6
inv_1	47	7.7
a21oi_1	4	0.87
and2_1	4	1.1
nand2_1	14	2.3
mux2i_1	17	7.4
==> final timing paths <==
check               to  cells after the start  slack, ns
setup / recovery  R[3]                     89       1.17
hold / removal    R[0]                      4      15.53
